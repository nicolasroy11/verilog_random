### design.v
`timescale 1ns / 1ps
module mdl_disp_mux(
	input wire clk, reset,
	input wire [7:0] in3, in2, in1, in0,
	output reg [3:0] an,
	output reg [7:0] sseg
    );
	 localparam N = 18;
	 reg [N-1:0] q_reg;
	 wire [N-1:0] q_next;
	 always@(posedge clk, posedge reset)
		if (reset)
			q_reg <= 0;
		else
			q_reg <= q_next;
		assign q_next = q_reg + 1;
		always@*
			case (q_reg[N-1:N-2])
				2'b00:
					begin
						an = 4'b1110;
						sseg = in0;
					end
				2'b01:
					begin
						an = 4'b1101;
						sseg = in1;
					end
				2'b10:
					begin
						an = 4'b1011;
						sseg = in2;
					end
				default:
					begin
						an = 4'b0111;
						sseg = in3;
					end
			endcase
endmodule
### run.sh
#!/bin/bash
# OpenROAD 26Q1-2900-gdf79404cd8, Yosys 0.63+post, stock flow scripts
make -C /OpenROAD-flow-scripts/flow DESIGN_CONFIG=/design/flow/config.mk WORK_HOME=/design/flow/orfs finish
### config.mk
export PLATFORM = sky130hd
export DESIGN_NAME = mdl_disp_mux
export DESIGN_NICKNAME = mdl_disp_mux
export VERILOG_FILES = /design/flow/design.v
export SDC_FILE = /design/flow/constraint.sdc
export NUM_CORES = 4
export LEC_CHECK = 1
export CORE_AREA = 10 10 94 94
export DIE_AREA = 0 0 104 104
### constraint.sdc
current_design mdl_disp_mux

set clk_period 2.6
set clk_io_pct 0.2

create_clock -name clk0 -period $clk_period [get_ports {clk}]

set non_clock_inputs [all_inputs -no_clocks]
set_input_delay [expr $clk_period * $clk_io_pct] -clock clk0 $non_clock_inputs
set_output_delay [expr $clk_period * $clk_io_pct] -clock clk0 [all_outputs]
==> run notes <==
Notes from the flow run.

Outcome:
- The run finished with clean final reports.

Global routing:
- The run puts the first-pass GRT wire length at 4112 µm.
- The run gives the via count of the first global-routing pass as 763.
- Entering global routing, the biggest net connects 19 pins.
- Across every metal layer, demand over resource in global routing totals 4.526%.
- The global route stage reports its total congestion overflow as 0.
- The run gives the initial antenna violation count as 0.

Cells and area:
- The run gives the number of non-filler instances in the completed layout as 223.
- The run puts the synthesis-to-finish area growth at 62.98%.
- In the final layout, the share of cells above drive strength 1 is 14.96%.
- In the final layout, the fill cell count is 736.
- The run puts the number of flip-flops in the largest register at 18.

Flow run:
- The run gives the reported max-cap violation count as 0.
- The logs give a warning total of 25.

Logic synthesis:
- The run gives the synthesized instance count as 80.
- The run gives the sequential share of the synthesized area as 45.80%.
- The run puts the area figure in the yosys stat output at 983.4 µm².
- The run puts the post-synthesis average cell area at 12.29 µm².
- The run gives the number of different library cells in the post-synthesis netlist as 20.
- Summing every instance area after synthesis gives 983.4 µm².
- The run gives the count of warnings emitted by yosys as 1.
- Once synthesis finished, the tally of register bits stood at 18.
- In the Yosys report the total cell count is 80.

Hold path:
- The run gives the worst min-delay path category as reg2reg.
- The run gives the startpoint of the tightest hold check path as q_reg[0].
- The run gives the number of cells on the worst hold path as 1.
- Looking at the hold checks, the worst path lands on q_reg[0].

Setup path:
- For reference, the most critical setup path is categorized as reg2out.
- Data arrives at the worst endpoint at 1.84 ns.
- For the worst reg-to-reg path, the startpoint reported by OpenROAD is q_reg[0].
- The run puts the required time at the endpoint of the critical path at 2.08 ns.
- The worst register-to-register path depth is 5.
- The run gives the setup slack of the worst register-to-register path as 1.06 ns.
- STA classifies the critical path startpoint as a register.
- Max fanout on the critical path was recorded as 12.
- The endpoint identified for the worst register-to-register timing path is q_reg[14].
- STA classifies the critical path endpoint as a primary output.

Routing:
- The routed design shows a via density per instance of 3.484.
- The run puts the number of optimization iterations in the first detailed-route pass at 3.
- The DRC violation total left in the routed layout is recorded as 0.
- The run puts the average wire per cell in the routed design at 10.91 µm.
- Once iteration 0 of detailed routing completed, the report listed 10 DRC markers.
- The run puts the post-detailed-routing wire length at 2433 µm.
- The final route contains 777 vias.
- The number of antenna diodes in the final layout is 0.
- The run gives the residual antenna-violating net count after detailed routing as 0.

Floorplanning:
- The run gives the overall die width as 104 µm.
- The run puts the effective utilization at floorplan at 14.40%.
- The floorplan has 30 rows.
- The run gives the chip footprint as 10,820 µm².
- The run puts the number of primary I/O pins at 46.
- The run gives the standard cell core area as 6832 µm².
- The run gives the chip height as 104 µm.

STA:
- The run gives the peak clock frequency supported by timing as 424.6 MHz.
- The run puts the final number of max-transition violations at 0.
- The run gives the clock skew as 0.003563 ns.
- The run gives the clock period minus worst slack as 2.355 ns.
- The run gives the pin slew with the least headroom to its limit as 0.6945 ns.
- The worst pin sits at a relative slew slack of 53.65%.
- The run puts the aggregate negative setup slack at 0 ns.
- The run gives the final hold violation count as 0.
- The run puts the worst hold slack across all endpoints at 0.4802 ns.
- The run puts the period utilization at 90.58%.
- Setup repair after global routing left no endpoint under its margin.
- The run puts the final tally of setup violations at 0.

Placement:
- The run gives the routability congestion estimate from global placement as 0.7486.
- The run puts the number of port buffers at 45.
- The run puts the number of instances in the placed design at 219.
- The run puts the post-DP HPWL at 1935 µm.

Clocking:
- The run gives the TritonCTS sink count as 18.
- The run puts the clock latency on the worst-skew pair at 0.25 ns.
- The number of gates resized after CTS was 0.
- The run puts the number of buffers created by CTS at 3.
- The run gives the root cell of the clock tree as clkbuf_8.
- The run gives the clock tree from TritonCTS as yes.
- Looking at the post-CTS report, the setup buffer insertion count equals 0.
- Buffers inserted to repair hold after CTS numbered 0.
- The run gives the maximum count of clock buffers along a single path as 2.
- The run gives the clock slew seen by the registers of the worst setup and hold paths as 0.07 ns.
- The run puts the maximum level of the CTS H-tree at 1.

Power:
- The run gives the static power due to leakage as 0.0006235 µW.
- Per the power-grid run, VDD falls by no more than 354.7 µV.
- The run puts the power density relative to cell area at 359.5 nW/µm².
==> per-layer routing <==
layer	GRT usage (%)	vias up	part of all wire (%)
met5	0	-	0
met4	0.1988	0	0.37
met3	1.754	2	8.1
met2	6.216	36	39
met1	6.851	364	52
li1	-	375	-
==> cell usage after synthesis <==
| cell type | n | area share, % |
|---|---|---|
| nor2_1 | 4 | 1.5 |
| or2_2 | 1 | 0.64 |
| buf_1 | 1 | 0.38 |
| nand2_1 | 8 | 3.1 |
| and3_1 | 2 | 1.3 |
| nor2_2 | 2 | 1.3 |
| dfrtp_1 | 18 | 46 |
| ha_1 | 1 | 1.3 |
| or3_4 | 1 | 1.1 |
| buf_2 | 2 | 1.0 |
| nand3_1 | 6 | 3.1 |
| mux4_2 | 8 | 18 |
| xnor2_1 | 8 | 7.1 |
| nand4_2 | 1 | 1.3 |
| inv_1 | 2 | 0.76 |
| xor2_1 | 8 | 7.1 |
| nand4_1 | 3 | 1.9 |
| nand2b_1 | 2 | 1.3 |
| nor3_1 | 1 | 0.51 |
| nor4_2 | 1 | 1.3 |
==> worst max path at each step <==
stage | slack [ns] | from | endpoint
finish | 0.24 | q_reg[16] | sseg[6]
global route | 0.12 | q_reg[16] | sseg[6]
CTS | 0.22 | q_reg[16] | sseg[1]
==> power by group <==
part / switching (µW) / internal, µW / total, µW
Clock: 88.1 / 134 / 222
Combinational: 13.2 / 60.7 / 73.8
Sequential: 0 / 280 / 280
Total: 101 / 475 / 576
==> cell families (layout without fill, tap and decap cells) <==
family	count (synthesis)	after routing	share of synthesized area, %
xor gates and xnor gates	16	16	14.25
adders and majority gates	1	1	1.272
buffers and inverters	5	52	2.163
DFF	18	18	45.80
muxes	8	8	18.32
and+or+nand+nor	32	32	18.19
==> cell usage in the layout, fill, tap and decap left out, types with 2 or more instances in the layout <==
cell,instances
and3_1,2
clkbuf_8,4
clkdlybuf4s50_1,45
dfrtp_1,18
inv_1,2
mux4_2,8
nand2_1,8
nand2b_1,2
nand3_1,6
nand4_1,3
nor2_1,4
nor2_2,2
xnor2_1,8
xor2_1,8
==> critical path: stages, from the launching register on <==
cell	delay [ns]
dfrtp_1	0.39
buf_4	0.25
mux4_2	0.52
clkdlybuf4s50_1	0.44
==> layout make-up <==
cell class | instances | area (µm²) | share of cell area [%]
Tap cell | 96 | 120.1 | 7.494
Clock buffer | 4 | 55.05 | 3.435
Sequential cell | 18 | 450.4 | 28.10
Timing Repair Buffer | 46 | 457.9 | 28.57
Inverter | 2 | 7.507 | 0.4684
Multi-Input combinational cell | 57 | 511.7 | 31.93
==> metrics by stage <==
stage	power [µW]	cell area, µm²	setup slack [ns]	utilization [%]
2_1_floorplan	297.7	983.4	0.8959	-
3_3_place_gp	359.5	1548	0.2732	22.66
3_5_place_dp	359.8	1548	0.2677	22.66
4_1_cts	587.7	1603	0.2155	23.46
5_1_grt	607.0	1603	0.1228	23.46
6_report	576.2	1603	0.2448	23.46
Power figures rest on the tool's default switching activity, not on a simulated workload.
