===== design/flow/config.mk =====
export PLATFORM = sky130hd
export DESIGN_NAME = free_run_bin_counter
export DESIGN_NICKNAME = free_run_bin_counter
export VERILOG_FILES = /design/flow/design.v
export SDC_FILE = /design/flow/constraint.sdc
export NUM_CORES = 4
export LEC_CHECK = 1
export CORE_AREA = 10 10 112 112
export DIE_AREA = 0 0 122 122

===== design/flow/constraint.sdc =====
current_design free_run_bin_counter

set clk_period 5.9
set clk_io_pct 0.2

create_clock -name clk0 -period $clk_period [get_ports {clk}]

set non_clock_inputs [all_inputs -no_clocks]
set_input_delay [expr $clk_period * $clk_io_pct] -clock clk0 $non_clock_inputs
set_output_delay [expr $clk_period * $clk_io_pct] -clock clk0 [all_outputs]

===== design/flow/design.v =====
`timescale 1ns / 1ps
module free_run_bin_counter #(parameter N = 8)
	(
	input clk, reset, 
	input on,
	output max_tick,		 
	output [N-1:0] q
    );
	reg [N-1:0] r_reg;
	wire [N-1:0] r_next;
	reg [22:0] count;	 
	always @(posedge clk, posedge reset, posedge on)
		if (reset) begin		 
			count <= 0;
			r_reg <= 0;
			end	
		else if (on) begin	 
			count <= 0;
			r_reg <= 0;
			end
		else if (count == 7400000) begin	 
			count <= 0;							 
			r_reg <= r_next;
			end
		else					 
			count <= count + 1;
	assign r_next = r_reg + 1;	 
	assign q = r_reg;			 
	assign max_tick = (r_reg==2**N-1)? 1'b1: 1'b0;	 
endmodule

===== design/flow/run.sh =====
#!/bin/bash
# OpenROAD 26Q1-2900-gdf79404cd8, Yosys 0.63+post, stock flow scripts
make -C /OpenROAD-flow-scripts/flow DESIGN_CONFIG=/design/flow/config.mk WORK_HOME=/design/flow/orfs finish

==> impl_metrics.yaml <==
# synthesis and place-and-route metrics
worst_setup_path:
  required_ns: 4.72
  crit_chain: "and4_1, nand2_1, nor2_1, clkdlybuf4s50_1"
  path_buffers: 1
  cp_top_family: "buffers and inverters"
  crit_slowest_cell: "clkdlybuf4s50_1"
  cpPeakStageDelay_ns: 0.47
  cp-end-kind: "output port"
  cp.arrival_ns: 1.62
  start_kind: "register"
  crit_fanout: 6
  path_class: "reg -> out"
placement:
  dpl.hpwl_um: 2150
  portBuffers: 11
  dp.cells: 290
  place.gp.congestion: 0.771
  place_ws_ns: 3.39
outcome:
  status: "finished clean"
timing:
  fin_crit_ns: 2.80
  setup_ws_ns: 3.10
  setup_tns_ns: 0
  fin_crit_sh_pct: 47.4
  rsz0062_at_grt: "no"
  hold_ws_ns: 0.489
  skew_ns: 0.00319
  drv_slew: 0
  slew-limit-headroom_pct: 56.0
  fmax_mhz: 357
  tightest_slew_ns: 0.659
  finalSetupViolations: 0
  hold_violations: 0
synth:
  top_area_cell: "dfrtp_1"
  yosysChipArea_um2: 1560
  yosys.area.top_type_share_pct: 49.7
  synthCells: 146
  postSynthSeqShare_pct: 49.7
  area_leaders: "dfrtp_1, xnor2_1, xor2_1"
  dominantRegCellSynth: "dfrtp_1"
  edf_count: 0
  common_cells: "dfrtp_1, nand2_1, nor2_1, xnor2_1, xor2_1"
  synthDistinctLibCells: 31
  async_reset_ff_share_pct: 100
  synth_warnings: 1
  synth_dominant_cell_count: "dfrtp_1"
  avgSynthCellArea_um2: 10.7
  yosys_cells: 146
  syn_area_um2: 1560
  numSynthFlops: 31
cts:
  holdBufCountCts: 0
  ctsResizeCount: 0
  clock_latency_ns: 0.28
  numCtsBuffers: 5
  root_buffer: "clkbuf_8"
  clock_path_buffers: 2
  clk_pin_slew_ns: 0.06
  htreeDepth: 2
  cts_tree: "done"
  cts_num_sinks: 31
  cts_setup_buffers: 0
die:
  die_h_um: 122
  rows: 37
  ios: 12
  die_area_um2: 14900
  fp.dieW_um: 122
  fp_util_pct: 15.3
  core_area_um2: 10200
global_route:
  grt_max_degree: 32
  grt_pass1_vias: 1065
  antenna_found_initial: 0
  grt_first_pass_wirelength_um: 5260
  overflow: 0
  grt_use_total_pct: 4.33
final_layout:
  regArea_um2: 776
  logic_area_um2: 739
  area_growth_pct: 23.6
  layout.cells.non_filler: 298
  drive_gt1_share_pct: 10.5
  final_core_util_pct: 18.9
  largest_register_ffs: 23
  nFillCells: 1101
detailed_routing:
  vias_per_cell: 3.77
  ant_nets: 0
  avgRoutedWirePerCell_um: 10.4
  routed_wl_um: 3110
  drtIter0Drc: 70
  drcViolationCount: 0
  n_antenna_cell: 0
  drt_pass1_iterations: 4
  vias: 1122
pwr:
  power_switching_w: 0.0000792
  intPower_w: 0.000321
  p_seq_share_pct: 53.2
  p_per_area_nw_per_um2: 207
  combPwrFrac_pct: 1.5
  leakagePower_nw: 0.802
  clockPowerShare_pct: 45.3
  ir_worst_vdd_mv: 0.0552
  p_sw_share_pct: 19.8
worst_hold_path:
  hp-class: "reg -> reg"
job:
  warnings: 26
  cap_viol_max_count: 0
-- layout make-up --
type,count,share of cell area (%)
repair buffers,12,6.10
clock buffers,8,5.19
well taps,136,8.82
inverters,7,1.36
multi-input cells,104,38.3
flip-flops and latches,31,40.2
-- cell families (layout without fill, tap and decap cells) --
| family | after synthesis | after routing | share of synthesized area (%) |
|---|---|---|---|
| DFF | 31 | 31 | 49.7 |
| AOI/OAI and AO/OA | 8 | 8 | 3.93 |
| buffers and inverters | 11 | 27 | 3.13 |
| adders and majority gates | 3 | 3 | 2.40 |
| xor gates and xnor gates | 24 | 24 | 13.5 |
| muxes | 1 | 1 | 0.721 |
| and+or+nand+nor | 68 | 68 | 26.7 |
-- final timing paths --
path / cells past startpoint / endpoint / slack [ns] / startpoint
setup / recovery: 4 / max_tick / 3.10 / r_reg[2]
hold / removal: 1 / r_reg[5] / 0.49 / r_reg[5]
hold reg to reg: 1 / r_reg[5] / 0.49 / r_reg[5]
min in group asynchronous: 3 / r_reg[7] / 1.34 / reset
max in group asynchronous: 3 / count[2] / 4.24 / on
setup reg to reg: 6 / r_reg[1] / 3.53 / count[0]
-- routing by layer --
| layer | up-vias | routed length, um | global-route usage (%) |
|---|---|---|---|
| met1 | 550 | 1540 | 6.11 |
| met5 | - | 0 | 0 |
| met2 | 15 | 1310 | 6.19 |
| li1 | 549 | - | - |
| met3 | 8 | 184 | 1.64 |
| met4 | 0 | 70 | 0.894 |
-- metrics by stage --
step	cell area [um^2]	total power, W
final	1930	0.000400
after global routing	1930	0.000418
after global placement	1830	0.000223
after detailed placement	1830	0.000223
after CTS	1930	0.000407
after floorplan	1560	0.000220
-- placed cells by master, fill, tap and decap left out, types with 2 or more instances in the layout --
cell type / n
dfrtp_1: 31
nand2_1: 12
xor2_1: 12
xnor2_1: 12
nor2_1: 11
clkdlybuf4s50_1: 11
nand3_1: 7
inv_1: 7
nor3_1: 7
and4_1: 7
clkbuf_8: 7
nand4_1: 5
nor4b_1: 3
or4_1: 3
o31ai_1: 3
ha_1: 3
nor4_2: 2
nor2_2: 2
a21oi_1: 2
nor2b_1: 2
-- power groups by stage --
stage	logic, W	registers (W)	clock network, W
6_report	0.00000609	0.000213	0.000181
5_1_grt	0.00000713	0.000212	0.000199
4_1_cts	0.00000655	0.000213	0.000188
No activity file was given, so power comes from the tool's default toggle rates.
